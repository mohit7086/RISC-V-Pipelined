$ cat flow/config.mk
export PLATFORM = sky130hd
export DESIGN_NAME = Execution_Stage
export DESIGN_NICKNAME = Execution_Stage
export VERILOG_FILES = /design/flow/design.v
export SDC_FILE = /design/flow/constraint.sdc
export NUM_CORES = 4
export LEC_CHECK = 1
export CORE_UTILIZATION = 50
$ cat flow/run.sh
#!/bin/bash
# OpenROAD 26Q1-2900-gdf79404cd8, Yosys 0.63+post, stock flow scripts
make -C /OpenROAD-flow-scripts/flow DESIGN_CONFIG=/design/flow/config.mk WORK_HOME=/design/flow/orfs finish
$ cat flow/constraint.sdc
current_design Execution_Stage

set clk_period 54.2
set clk_io_pct 0.2

create_clock -name clk0 -period $clk_period

set non_clock_inputs [all_inputs -no_clocks]
set_input_delay [expr $clk_period * $clk_io_pct] -clock clk0 $non_clock_inputs
set_output_delay [expr $clk_period * $clk_io_pct] -clock clk0 [all_outputs]
$ cat flow/design.v
module ALU (
    input [31:0] a,          
    input [31:0] b,          
    input [3:0]  alu_ctrl,   
    output reg  [31:0] alu_out     
);
localparam [3:0] 
    ALU_ADD   = 4'b0000,   
    ALU_SUB   = 4'b0001,   
    ALU_SLL   = 4'b0010,   
    ALU_SLT   = 4'b0011,   
    ALU_SLTU  = 4'b0100,   
    ALU_XOR   = 4'b0101,   
    ALU_SRL   = 4'b0110,   
    ALU_SRA   = 4'b0111,   
    ALU_OR    = 4'b1000,   
    ALU_AND   = 4'b1001,   
    ALU_PASS  = 4'b1010;   
always @(*) begin
    case (alu_ctrl)
        ALU_ADD:  alu_out = a + b;  
        ALU_SUB:  alu_out = a - b; 
        ALU_SLL:  alu_out = a << b[4:0];   
        ALU_SLT:  alu_out = ($signed(a) < $signed(b)) ? 32'b1 : 32'b0;  
        ALU_SLTU: alu_out = (a < b) ? 32'b1 : 32'b0;   
        ALU_XOR:  alu_out = a ^ b;    
        ALU_SRL:  alu_out = a >> b[4:0];   
        ALU_SRA:  alu_out = $signed(a) >>> b[4:0];   
        ALU_OR:   alu_out = a | b; 
        ALU_AND:  alu_out = a & b;  
        ALU_PASS: alu_out = b;        
        default:  alu_out = 32'b0;    
    endcase
end
endmodule
module ALU_Control (
    input  [1:0] alu_op,       
    input        is_lui,       
  	input 		 is_sw,
    input 		 is_lw,
    input  [2:0] funct3,       
    input  [6:0] funct7,       
    output reg [3:0] alu_ctrl  
);
    localparam [3:0] 
        ALU_ADD  = 4'b0000,
        ALU_SUB  = 4'b0001,
        ALU_SLL  = 4'b0010,
        ALU_SLT  = 4'b0011,
        ALU_SLTU = 4'b0100,
        ALU_XOR  = 4'b0101,
        ALU_SRL  = 4'b0110,
        ALU_SRA  = 4'b0111,
        ALU_OR   = 4'b1000,
        ALU_AND  = 4'b1001,
        ALU_PASS = 4'b1010;  
    always @(*) begin
        case (alu_op)
            2'b00: begin  
                case (funct3)
                    3'b000: alu_ctrl = ALU_ADD;    
                    3'b001: alu_ctrl = ALU_SLL;    
                  3'b010: alu_ctrl = (is_sw || is_lw) ? ALU_ADD : ALU_SLT;    
                    3'b011: alu_ctrl = ALU_SLTU;   
                    3'b100: alu_ctrl = ALU_XOR;    
                    3'b101: alu_ctrl = (funct7[5]) ? ALU_SRA : ALU_SRL;  
                    3'b110: alu_ctrl = ALU_OR;     
                    3'b111: alu_ctrl = ALU_AND;    
                    default: alu_ctrl = ALU_ADD;
                endcase
            end
            2'b01: alu_ctrl = ALU_SUB;  
            2'b10: begin  
                case (funct3)
                    3'b000: alu_ctrl = (funct7[5]) ? ALU_SUB : ALU_ADD;  
                    3'b001: alu_ctrl = ALU_SLL;    
                    3'b010: alu_ctrl = ALU_SLT;    
                    3'b011: alu_ctrl = ALU_SLTU;   
                    3'b100: alu_ctrl = ALU_XOR;    
                    3'b101: alu_ctrl = (funct7[5]) ? ALU_SRA : ALU_SRL;  
                    3'b110: alu_ctrl = ALU_OR;     
                    3'b111: alu_ctrl = ALU_AND;    
                    default: alu_ctrl = ALU_ADD;
                endcase
            end
            2'b11: begin  
                if (is_lui)
                    alu_ctrl = ALU_PASS;  
                else
                    alu_ctrl = ALU_ADD;   
            end
            default: alu_ctrl = ALU_ADD;
        endcase
    end
endmodule
module Branch_Unit (
    input [2:0] funct3,       
    input [31:0] a,           
    input [31:0] b,           
    output reg branch_taken  
);
always @(*) begin
    case (funct3)
        3'b000: branch_taken = (a == b);               
        3'b001: branch_taken = (a != b);               
        3'b100: branch_taken = ($signed(a) < $signed(b));  
        3'b101: branch_taken = ($signed(a) >= $signed(b));  
        3'b110: branch_taken = (a < b);                
        3'b111: branch_taken = (a >= b);               
        default: branch_taken = 1'b0;
    endcase
end
endmodule
module Execution_Stage(
    input              clk,             
    input              rst,             
    input              EX_MEM_RegWrite_i,
    input              MEM_WB_RegWrite_i,
    input      [4:0]   ID_EX_RS_i,
    input      [4:0]   ID_EX_RT_i,
    input      [4:0]   EX_MEM_RD_i,
    input      [4:0]   MEM_WB_RD_i,
    input      [31:0]  rs1_data,        
    input      [31:0]  rs2_data,        
    input      [31:0]  EX_MEM_i,        
    input      [31:0]  MEM_WB_i,        
    input      [1:0]   alu_op,          
    input              is_sw,           
    input              is_lw,           
    input              is_lui,          
    input              branch,          
    input              is_jal,          
    input      [2:0]   funct3,          
    input      [6:0]   funct7,          
    input              prediction_valid,   
    input      [31:0]  predicted_pc,       
    input              alu_src,         
    input      [31:0]  immediate_data,  
    input      [31:0]  PC_ID_EX,        
    input              ALUSrcA,         
    input              is_jalr,         
    output wire [31:0]  alu_out,         
    output wire [31:0] rs2_mem_data,     
    output wire         branch_taken,   
    output wire [31:0]  branch_addr,      
    output wire        pc_redirect,      
    output wire         flush_fetch,     
    output wire         branch_resolve    
);
    wire [31:0] forwarded_rs1, forwarded_rs2;
    wire [3:0] alu_ctrl;
    wire [31:0] raw_alu_out;
    wire        branch_taken_comb;
    wire [31:0] branch_addr_comb;
    wire [31:0] PC_plus_4 = PC_ID_EX + 32'd4;  
    wire [31:0] alu_out_comb = (is_jal || is_jalr) ? PC_plus_4 : raw_alu_out;
    wire [31:0] operandA = is_lui ? 32'b0 : (ALUSrcA ? PC_ID_EX : forwarded_rs1);
    wire [31:0] operandB = alu_src ? immediate_data : forwarded_rs2;
    ForwardingUnitWithMUX FU_inst (
        .EX_MEM_RegWrite_i(EX_MEM_RegWrite_i),
        .MEM_WB_RegWrite_i(MEM_WB_RegWrite_i),
        .ID_EX_RS_i(ID_EX_RS_i),
        .ID_EX_RT_i(ID_EX_RT_i),
        .EX_MEM_RD_i(EX_MEM_RD_i),
        .MEM_WB_RD_i(MEM_WB_RD_i),
        .rs1_data(rs1_data),
        .rs2_data(rs2_data),
        .EX_MEM_i(EX_MEM_i),
        .MEM_WB_i(MEM_WB_i),
        .ForwardedDataA_o(forwarded_rs1),
        .ForwardedDataB_o(forwarded_rs2)
    );
    ALU_Control alu_control_inst (
        .alu_op(alu_op),
        .is_lui(is_lui),
        .is_sw(is_sw),
        .is_lw(is_lw),
        .funct3(funct3),
        .funct7(funct7),
        .alu_ctrl(alu_ctrl)
    );
    ALU alu_inst (
        .a(operandA),
        .b(operandB),
        .alu_ctrl(alu_ctrl),
        .alu_out(raw_alu_out)
    );
    Branch_Unit branch_unit_inst (
        .funct3(funct3),
        .a(forwarded_rs1),
        .b(forwarded_rs2),
        .branch_taken(branch_taken_comb)
    );
        assign branch_addr_comb = is_jalr ? (raw_alu_out & ~32'h1) : 
                             (is_jal ? (PC_ID_EX + immediate_data) : 
                             (PC_ID_EX + immediate_data));  
    wire prediction_mismatch = branch && 
                              (prediction_valid != branch_taken_comb);
    wire target_mismatch = ((branch && branch_taken_comb)) && 
                          (predicted_pc != branch_addr_comb);
    wire is_misprediction = prediction_mismatch || target_mismatch;
    wire pc_redirect_comb = (is_jal || is_jalr || (branch_taken_comb && branch));
    wire flush_fetch_comb = is_misprediction;        
    assign alu_out      = alu_out_comb;
    assign branch_taken = branch ? branch_taken_comb : 1'b0;
    assign branch_addr  = branch_addr_comb;
    assign pc_redirect  = pc_redirect_comb;    
    assign flush_fetch  = is_misprediction;
    assign rs2_mem_data = forwarded_rs2;
    assign branch_resolve = (is_jal || is_jalr || branch);
endmodule
module ForwardingUnitWithMUX (
    input               EX_MEM_RegWrite_i,
    input               MEM_WB_RegWrite_i,
    input       [4:0]   ID_EX_RS_i,
    input       [4:0]   ID_EX_RT_i,
    input       [4:0]   EX_MEM_RD_i,
    input       [4:0]   MEM_WB_RD_i,
    input       [31:0]  rs1_data,   
    input       [31:0]  rs2_data,   
    input       [31:0]  EX_MEM_i,   
    input       [31:0]  MEM_WB_i,   
    output reg  [31:0]  ForwardedDataA_o,
    output reg  [31:0]  ForwardedDataB_o
);
    reg [1:0] ForwardA, ForwardB;  
    always @(*) begin
        ForwardA = 2'b00;
        ForwardB = 2'b00;
        if (EX_MEM_RegWrite_i && (EX_MEM_RD_i != 5'b0) && (EX_MEM_RD_i == ID_EX_RS_i))
            ForwardA = 2'b10;
        else if (MEM_WB_RegWrite_i && (MEM_WB_RD_i != 5'b0) && (MEM_WB_RD_i == ID_EX_RS_i))
            ForwardA = 2'b01;
        if (EX_MEM_RegWrite_i && (EX_MEM_RD_i != 5'b0) && (EX_MEM_RD_i == ID_EX_RT_i))
            ForwardB = 2'b10;
        else if (MEM_WB_RegWrite_i && (MEM_WB_RD_i != 5'b0) && (MEM_WB_RD_i == ID_EX_RT_i))
            ForwardB = 2'b01;
    end
    always @(*) begin
        case (ForwardA)
            2'b00: ForwardedDataA_o = rs1_data;
            2'b01: ForwardedDataA_o = MEM_WB_i;
            2'b10: ForwardedDataA_o = EX_MEM_i;
            default: ForwardedDataA_o = rs1_data;
        endcase
        case (ForwardB)
            2'b00: ForwardedDataB_o = rs2_data;
            2'b01: ForwardedDataB_o = MEM_WB_i;
            2'b10: ForwardedDataB_o = EX_MEM_i;
            default: ForwardedDataB_o = rs2_data;
        endcase
    end
endmodule
==> flow_metrics.env <==
# yosys + openroad results
export IMPL_status="finished with violations"
export IMPL_violations="max-capacitance violations, max-slew violations"
export IMPL_timing_final_crit_share_pct=56.5
export IMPL_total_power_w=0.000328
export IMPL_yosys_stat_area_um2=17900
export IMPL_min_period_ns=30.62
export IMPL_clock_power_share_pct=0
export IMPL_cts_resized=0
export IMPL_lay_top_count="clkdlybuf4s50_1"
export IMPL_hold_depth=4
export IMPL_drv_slew=4
export IMPL_syn_area_um2=17900
export IMPL_tightestPinTransition_ns=1.52
export IMPL_crit_buf_inv=6
export IMPL_grtUsageTotal_pct=59.3
export IMPL_drive_gt1_share_pct=6.88
export IMPL_switchingPower_w=0.000210
export IMPL_setup_viol=0
export IMPL_finalHoldViolCount=0
export IMPL_syn_area_per_cell_um2=6.48
export IMPL_fin_area_um2=21900
export IMPL_worstSetupStartpointType="input pin"
export IMPL_synthCells=2759
export IMPL_place_area_um2=21900
export IMPL_ios=369
export IMPL_drt_pass1_iter_count=22
export IMPL_grt_pass1_vias=23300
export IMPL_cpMostUsedCell="buf_4"
export IMPL_worstSetupPathType="in2out"
export IMPL_p_seq_share_pct=0
export IMPL_slowest_delay_ns=0.85
export IMPL_grt_pass1_wl_um=155000
export IMPL_ir_drop_mv=0.00888
export IMPL_slowest_stage="nor2_1"
export IMPL_wirelength_um=109000
export IMPL_vias_per_cell=7.54
export IMPL_route_detailed_drc=0
export IMPL_chip_area_um2=36500
export IMPL_lay_top_cells="clkdlybuf4s50_1, nand2_1, nor2_1, a21oi_1, o21ai_0"
export IMPL_gp_congestion=1.36
export IMPL_hpwl_um=85100
export IMPL_path_max_fanout=53
export IMPL_cap_violations=1
export IMPL_fp_dieW_um=191
export IMPL_hold_start="rs2_data[7]"
export IMPL_finalSetupTns_ns=0
export IMPL_tool_warnings=107
export IMPL_hold_path_class="in2out"
export IMPL_coreArea_um2=34900
export IMPL_grt_overflow=0
export IMPL_internal_power_w=0.000118
export IMPL_p_per_area_nw_per_um2=15.0
export IMPL_regArea_um2=0
export IMPL_hold_path_end="rs2_mem_data[7]"
export IMPL_critical_path_arrival_ns=19.78
export IMPL_wl_per_cell_um=31.6
export IMPL_io_buffers=361
export IMPL_n_sequential_cell=0
export IMPL_rsz0062_at_grt="no"
export IMPL_power_frac_comb_pct=100.0
export IMPL_vias=26200
export IMPL_cts_hold_buf=0
export IMPL_worstPathRequired_ns=43.36
export IMPL_ys_cells=2759
export IMPL_final_antenna_net_count=0
export IMPL_row_count=68
export IMPL_floorplan_core_util_pct=51.2
export IMPL_ys_seq_share_pct=0
export IMPL_grt_max_degree=67
export IMPL_cp_end_kind="output pin"
export IMPL_ys_warn_count=4
export IMPL_fp_dieH_um=191
export IMPL_max_freq_mhz=32.7
export IMPL_drt_initial_drc_count=4629
export IMPL_post_cts_repair_setup_buffers=0
export IMPL_nClkBuffers=0
export IMPL_p_leak_nw=8.40
export IMPL_cp_top_family="AND-OR/OR-AND gates"
export IMPL_ys_types=108
export IMPL_relSlewSlack_pct=-1.19
export IMPL_areaGrowthSynthToFinish_pct=22.5
export IMPL_netSwitchingFraction_pct=64.0
export IMPL_grt_antenna_before_repair=10
-- synth_stat cells (10+ instances only) --
cell type,number,area [um^2]
a2111oi_0,17,149
a211oi_1,74,556
a21o_1,43,323
a21oi_1,188,941
a221oi_1,36,315
a22oi_1,57,428
a311oi_1,38,333
a31oi_1,88,551
a32oi_1,10,87.6
and2_1,33,206
and3_1,22,138
buf_1,22,82.6
buf_2,37,185
buf_4,13,97.6
clkbuf_1,118,443
ha_1,162,2030
inv_1,141,529
mux2_2,20,225
mux2i_1,70,701
nand2_1,254,953
nand2b_1,20,125
nand3_1,98,490
nand4_1,26,163
nor2_1,243,912
nor2b_1,26,163
nor3_1,110,551
nor4_1,29,181
o2111ai_1,14,123
o211ai_1,48,360
o21a_1,26,195
o21ai_0,182,911
o21bai_1,14,105
o221ai_1,20,175
o22a_1,10,87.6
o22ai_1,34,213
o31a_1,13,114
o31ai_1,30,225
or2_2,13,81.3
or3_1,17,106
or4_1,14,105
xnor2_1,81,709
xor2_1,42,368
-- kinds of logic after synthesis --
kind of cell | Yosys count | share of synthesized area [%]
AOI/OAI and AO/OA | 1076 | 42.2
buffers and inverters | 345 | 8.19
adders and majority gates | 165 | 11.7
xor gates and xnor gates | 125 | 6.24
and+or+nand+nor | 951 | 25.7
muxes | 97 | 6.01
-- layout make-up --
type,instances,area [um^2]
inverter,146,561
timing repair buffer,449,4260
antenna,5,12.5
multi-input combinational,2414,16500
fill,3113,13000
tap,455,569
-- routing by layer --
layer	vias to the layer above	track usage [%]	share of wire, %
li1	11100	-	-
met1	11900	69.8	34
met2	2510	79.1	37
met3	687	33.3	18
met4	16	42.4	10
met5	-	9.20	0.41
-- worst min-delay path: stages --
cell             delay [ns]
clkdlybuf4s50_1        0.39
nand2_1                0.06
a31oi_1                0.12
clkdlybuf4s50_1        0.40
-- per-stage QoR --
| stage | setup WS (ns) | utilization (%) | hold slack (ns) | std cells |
|---|---|---|---|---|
| floorplan | 26.83 | - | 21.70 | 2759 |
| global placement | 24.11 | 62.7 | 22.64 | 3464 |
| detailed placement | 24.12 | 62.7 | 22.64 | 3464 |
| CTS | 24.11 | 62.7 | 22.64 | 3464 |
| global route | 23.50 | 62.7 | 22.68 | 3467 |
| finish | 23.58 | 62.8 | 22.65 | 3469 |
-- power by group through the flow --
stage,clock [W],combinational [W],sequential (W)
after CTS,0,0.000301,0
after global routing,0.00000000000977,0.000336,0
final,0.00000000000963,0.000328,0
-- worst max-delay path by stage --
stage / slack [ns] / cells after the start / to / startpoint
CTS: 24.11 / 26 / flush_fetch / EX_MEM_RD_i[0]
global route: 23.50 / 26 / flush_fetch / EX_MEM_RD_i[1]
finish: 23.58 / 26 / flush_fetch / EX_MEM_RD_i[0]
Power figures rest on the tool's default switching activity, not on a simulated workload.
