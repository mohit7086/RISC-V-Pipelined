File: ./design.v
module BPU_Top (
    input clk,                
    input rst,                
    input [31:0] pc,      
    input [31:0] alu_out,       
    input branch_taken,         
    input branch_resolved,      
    input [3:0] ghr_history,    
    input [31:0] resolved_pc,   
    output reg [31:0] predicted_pc,  
    output reg [3:0] ghr_out,       
    output reg prediction_valid     
);
wire [3:0] index;           
wire [31:0] btb_address;    
wire btb_hit;               
wire prediction;            
wire [3:0] ghr_out_wire;
GHR_PC ghr_pc_inst (
    .clk(clk),
    .rst(rst),
    .pc(pc),
    .branch_taken(branch_taken),   
    .index(index),                 
    .updated_ghr(ghr_out_wire)          
);
BTB btb_inst (
    .clk(clk),
    .rst(rst),
    .pc(pc),
    .index(index),                       
    .resolved_pc(resolved_pc),          
    .ghr_history(ghr_history),          
    .alu_out(alu_out),                 
    .branch_taken(branch_taken),
    .branch_resolved(branch_resolved),
    .btb_address(btb_address),
    .btb_hit(btb_hit)
);
PHT pht_inst (
    .clk(clk),
    .rst(rst),
    .index(index),                        
    .resolved_pc(resolved_pc),
    .ghr_history(ghr_history),
    .branch_taken(branch_taken),
    .branch_resolved(branch_resolved),
    .prediction(prediction)              
);
always @(posedge clk or posedge rst)begin
    if(rst)begin
        predicted_pc <= 32'b0;
        prediction_valid <= 1'b0;
        ghr_out <= 4'b0;
    end
    else begin 
        predicted_pc <= (btb_hit&prediction) ? btb_address : pc+4;
        prediction_valid <= btb_hit&prediction;
        ghr_out <= ghr_out_wire;
    end 
end
endmodule
module PHT (
    input clk,                  
    input rst,                  
    input [3:0] index,          
    input branch_taken,         
    input [3:0] ghr_history,    
    input [31:0] resolved_pc,   
    input branch_resolved,      
    output wire prediction      
);
parameter strongly_not_taken = 2'b00;
parameter weakly_not_taken   = 2'b01;
parameter weakly_taken       = 2'b10;
parameter strongly_taken     = 2'b11;
reg [1:0] PHT_Table [15:0];  
reg [1:0] state, next_state;  
wire [3:0] resolved_index;
assign resolved_index = ghr_history ^ resolved_pc[3:0];
assign prediction = (state == weakly_taken) || (state == strongly_taken);
integer i;
always @(posedge clk or posedge rst) begin
    if (rst) begin
        for (i = 0; i < 16; i = i + 1) begin
            PHT_Table[i] <= strongly_not_taken;
        end
        state <= strongly_not_taken;  
    end else begin
        state <= next_state;  
        PHT_Table[resolved_index] <= next_state;  
    end
end
always @(*) begin
    case (PHT_Table[resolved_index])
        strongly_not_taken: next_state = branch_taken ? weakly_not_taken : strongly_not_taken;
        weakly_not_taken:   next_state = branch_taken ? weakly_taken : strongly_not_taken;
        weakly_taken:       next_state = branch_taken ? strongly_taken : weakly_not_taken;
        strongly_taken:     next_state = branch_taken ? strongly_taken : weakly_taken;
        default:            next_state = strongly_not_taken;  
    endcase
end
endmodule
module GHR_PC (
    input clk,                
    input rst,                
    input branch_taken,       
    input [31:0] pc,          
    output wire [3:0] index,  
    output reg [3:0] updated_ghr  
);
reg [3:0] ghr;  
always @(posedge clk or posedge rst) begin
    if (rst) begin  
        ghr <= 4'b0;  
        updated_ghr <= 4'b0;  
    end else begin
        ghr <= {ghr[2:0], branch_taken};  
        updated_ghr <= {ghr[2:0], branch_taken};  
    end
end
assign index = pc[3:0] ^ ghr;  
endmodule
module BTB (
    input          clk,              
    input          rst,              
    input   [3:0]  index,            
    input   [31:0] pc,               
    input   [31:0] resolved_pc,      
    input   [3:0]  ghr_history,      
    input   [31:0] alu_out,          
    input          branch_taken,     
    input          branch_resolved,  
    output wire [31:0] btb_address,   
    output wire        btb_hit        
);
reg  [15:0]  valid;                   
reg  [27:0]  tag [0:15];               
reg  [31:0]  btb_target [0:15];        
wire [27:0] pc_tag = pc[31:4];          
assign btb_hit = valid[index] && (tag[index] == pc_tag);
assign btb_address = btb_hit ? btb_target[index] : 32'b0;
wire [3:0] resolved_index = resolved_pc[3:0] ^ ghr_history;  
wire [27:0] resolved_tag  = resolved_pc[31:4];               
integer i;  
always @(posedge clk or posedge rst) begin
    if (rst) begin
        for (i = 0; i < 16; i = i + 1) begin
            valid[i] <= 1'b0;
            tag[i]   <= 28'b0;
            btb_target[i] <= 32'b0;
        end
    end 
    else if (branch_resolved && branch_taken) begin
        valid[resolved_index] <= 1'b1;
        tag[resolved_index] <= resolved_tag;
        btb_target[resolved_index] <= alu_out;
    end
end
endmodule
File: ./run.sh
#!/bin/bash
# OpenROAD 26Q1-2900-gdf79404cd8, Yosys 0.63+post, stock flow scripts
make -C /OpenROAD-flow-scripts/flow DESIGN_CONFIG=/design/flow/config.mk WORK_HOME=/design/flow/orfs finish
File: ./config.mk
export PLATFORM = sky130hd
export DESIGN_NAME = BPU_Top
export DESIGN_NICKNAME = BPU_Top
export VERILOG_FILES = /design/flow/design.v
export SDC_FILE = /design/flow/constraint.sdc
export NUM_CORES = 4
export LEC_CHECK = 1
export CORE_UTILIZATION = 40
File: ./constraint.sdc
current_design BPU_Top

set clk_period 20.8
set clk_io_pct 0.2

create_clock -name clk0 -period $clk_period [get_ports {clk}]

set non_clock_inputs [all_inputs -no_clocks]
set_input_delay [expr $clk_period * $clk_io_pct] -clock clk0 $non_clock_inputs
set_output_delay [expr $clk_period * $clk_io_pct] -clock clk0 [all_outputs]
==> summary.rpt <==
=================================================================================
Critical path's slowest cell                                         sky130_fd_sc_hd__clkdlybuf4s50_1
PortBufs                                                                      140
Dominant cells by area after synthesis                               sky130_fd_sc_hd__dfrtp_1 56%, sky130_fd_sc_hd__mux2_2 24%, sky130_fd_sc_hd__a22oi_1 2.1%
Power density of the placed cells                                     115 mW/mm^2
Number of cells traversed by the worst register-to-register path               14
Maximum number of pins on one net before global-route repair                  129
Max frequency                                                           0.109 GHz
Count of instances resized after the clock tree is built                        0
Most frequent logic cells in the routed design                       1048 x sky130_fd_sc_hd__dfrtp_1, 1005 x sky130_fd_sc_hd__mux2_2, 181 x sky130_fd_sc_hd__nand2_1
Startpoint type of the worst setup path                                 input pin
Count of buffers added by post-CTS timing repair for setup                      0
Vias per Instance                                                            6.05
Cell chain of the critical path                                      clkdlybuf4s50_1 -> xor2_4 -> buf_4 -> buf_4 -> nand2_1 -> nor2_4 -> buf_4 -> a221oi_1 -> a31oi_1 -> xnor2_1 -> nand4_1 -> nor4_1 -> and4b_2 -> buf_4 -> mux2i_1
Final Core Density                                                          46.4%
Antenna violations before repair                                                3
Final Max-Slew Violation Tally                                                  0
DP Area                                                              0.0503 sq mm
Area overhead of the layout relative to synthesis                           15.0%
Final std cell area, no fill                                         0.0540 sq mm
Global placer's final weighted congestion                                    1.00
Dpl hpwl                                                                  93.4 mm
YS warnings                                                                     7
Endpoint required time on the critical path                              21.41 ns
Reg clk slew, reported paths                                              0.06 ns
# clock sinks                                                                1048
Clock skew                                                              0.0273 ns
Most frequent cell on the critical path                              sky130_fd_sc_hd__buf_4
Post-synthesis area per instance                                       13.2 sq um
Final ANT Viol Nets                                                             0
Area of the mapped netlist                                           0.0470 sq mm
Number of H-tree levels                                                         3
Result of the run                                                       completed
Leak                                                                    0.0233 uW
Biggest cell delay along the critical path                                0.73 ns
Worst hold path cell count                                                      1
Count of instantiated cells in the yosys netlist                             3556
Overflow after GRT                                                              0
Tcrit/Tclk final                                                            44.1%
Post-layout minimum cycle time                                            9.17 ns
End of the worst register-to-register path                           predicted_pc[21]
Synth area leader                                                    sky130_fd_sc_hd__dfrtp_1
Starting density of the core                                                40.4%
Startpoint of the worst-slack reg-to-reg timing path                   ghr_out[2]
Kind of end point of the critical path                                   register
Synth Instances                                                              3556
Slew at the pin with the worst max-slew slack                            0.868 ns
Crit path max-delay family                                           buffers and inverters
Distinct lib cells                                                             71
Area share of the largest cell type after synthesis                         55.8%
Register share after synthesis                                              55.8%
Area inside the core boundary                                         0.116 sq mm
End point of the most critical hold path                             btb_inst.valid[7]
Global Route Usage Sum                                                      27.9%
Chip Footprint                                                        0.119 sq mm
Boundary pin count                                                            141
Wire length per cell                                                 29.6 microns
Tool warning count                                                             35
Vias in the first global route                                              32.9k
Chip Height                                                           345 microns
Total setup violations reported at the end of the flow                          0
Setup slack, reg-to-reg                                                  15.20 ns
Drt drc                                                                         0
Count of inserted antenna diode cells                                           0
Type of the worst min-delay path                                       reg -> reg
Initial DRC Count                                                            2462
Global-route wire length before repair                                     232 mm
Async SR Flop Fraction                                                       100%
Routed via count                                                            31.8k
Dominant synthesized flop cell                                       sky130_fd_sc_hd__dfrtp_1
Leading cell type in the layout, fill and taps excluded              sky130_fd_sc_hd__dfrtp_1
Number of buffers inserted during clock tree synthesis                        110
Detailed Routing Iterations Pass 1                                              5
Maximum fanout count along the critical path                                   38
Number of buffer and inverter instances along the worst setup path              5
Unrepaired setup endpoints after global routing                             false
Post-cts hold-fix buffer tally                                                  0
Share of layout cells above drive strength 1                                36.4%
Number of enable flip-flop cells                                                0
Insertion delay to the later sink of the worst-skew pair                  0.70 ns
Number of violations of the max-capacitance limit                               0
Wirelength, routed                                                         156 mm
Beginning of the worst hold path                                     btb_inst.valid[7]
Maximum buffer depth of the clock tree                                          3
Die width                                                             345 microns
Setup total negative slack                                                   0 ns
Master cell of the clock root buffer                                 sky130_fd_sc_hd__clkbuf_16
Number of rows created at floorplan                                           125
Post-synthesis register bit count                                            1048
Hold Violations, Final                                                          0
Highest ir drop seen on vdd                                             0.0802 mV
Worst slew slack as a fraction of its limit                                 42.0%
CTS tree                                                                     done
Arrival time of the worst setup path                                      9.78 ns
Area reported by Yosys stat                                          0.0470 sq mm
Crit Path Category                                                      in -> reg
=================================================================================
==> where the power goes <==
group	internal [uW]	switching (uW)
registers	2650	335
logic	636	572
clock network	1190	830
total	4480	1740
==> cells by family (layout without fill, tap and decap cells) <==
kind of cell | Yosys count | count (layout) | share of synthesized area [%]
muxes | 1086 | 1086 | 26.0
DFF | 1048 | 1048 | 55.8
AOI/OAI and AO/OA | 583 | 583 | 9.31
and+or+nand+nor | 465 | 465 | 4.59
buffers and inverters | 300 | 466 | 2.75
xor gates and xnor gates | 66 | 66 | 1.34
adders and majority gates | 8 | 8 | 0.208
==> how the worst max path moves through the flow <==
stage | cells past startpoint | from | end | slack (ns)
after global routing | 15 | pc[3] | predicted_pc[7] | 11.46
after CTS | 15 | pc[3] | predicted_pc[21] | 11.79
final | 15 | pc[3] | predicted_pc[21] | 11.63
==> synthesized netlist by cell type (all sizes together), types with 3 or more instances <==
cell / count
xnor2: 29
a21oi: 73
a221oi: 86
nor2: 82
mux2: 1005
a211oi: 5
inv: 14
o21ai: 38
o32ai: 13
a22o: 70
nand2: 182
nor4: 11
a31oi: 12
o22ai: 58
nor3: 25
a21o: 14
a32o: 5
a211o: 3
a2111oi: 4
and3: 12
buf: 65
a222oi: 6
o2bb2ai: 6
clkbuf: 221
dfrtp: 1048
a32oi: 16
a22oi: 132
a221o: 8
or4: 3
o211ai: 4
o221ai: 5
nand3: 93
o2111ai: 3
xor2: 37
nand4: 46
mux4: 5
a31o: 5
mux2i: 76
ha: 7
==> per-stage QoR <==
| step | hold WS [ns] | instances | setup WS (ns) | power (uW) |
|---|---|---|---|---|
| after detailed placement | 0.447 | 5046 | 11.07 | 4210 |
| after floorplan | 0.423 | 3556 | 2.19 | 3800 |
| after global routing | 0.466 | 5246 | 11.46 | 6510 |
| after CTS | 0.459 | 5246 | 11.79 | 6250 |
| after global placement | 0.435 | 5046 | 11.16 | 4190 |
| final | 0.455 | 5246 | 11.63 | 6220 |
==> state kept, by name (all words and copies together) (netlist names) <==
register,count
pht_inst.state,2
ghr_pc_inst.ghr,3
btb_inst.tag,448
pht_inst.PHT_Table,32
ghr_out,2
predicted_pc,32
prediction_valid,1
btb_inst.btb_target,512
btb_inst.valid,16
==> cell type report <==
| type | instances | area, sq um |
|---|---|---|
| Clock inverter | 43 | 529 |
| Multi-Input combinational cell | 2208 | 19800 |
| Inverter | 14 | 56.3 |
| Clock buffer | 157 | 3170 |
| Fill cell | 10304 | 62400 |
| Tap cell | 1524 | 1910 |
| Sequential cell | 1048 | 26200 |
| Timing Repair Buffer | 252 | 2330 |
==> layer usage <==
metal	up-vias	global-route usage (%)	wire, microns
met1	16719	41.8	66300
met3	285	11.6	17200
met5	-	0	46
met4	6	6.31	4230
met2	1331	39.3	67700
li1	13413	-	-
==> worst reg2reg max path, stage by stage (launching register included) <==
cell and delay (ns):
sky130_fd_sc_hd__dfrtp_1 0.60, sky130_fd_sc_hd__xor2_4 0.51, sky130_fd_sc_hd__buf_4 0.52, sky130_fd_sc_hd__buf_4 0.57, sky130_fd_sc_hd__nand2_1 0.35, sky130_fd_sc_hd__nor2_4 0.15
sky130_fd_sc_hd__buf_4 0.59, sky130_fd_sc_hd__a221oi_1 0.21, sky130_fd_sc_hd__a31oi_1 0.29, sky130_fd_sc_hd__xnor2_1 0.20, sky130_fd_sc_hd__nand4_1 0.13, sky130_fd_sc_hd__nor4_1 0.30
sky130_fd_sc_hd__and4b_2 0.26, sky130_fd_sc_hd__buf_4 0.51, sky130_fd_sc_hd__mux2i_1 0.32
No activity file was given, so power comes from the tool's default toggle rates.
