==> design/flow/run.sh <==
#!/bin/bash
# OpenROAD 26Q1-2900-gdf79404cd8, Yosys 0.63+post, stock flow scripts
make -C /OpenROAD-flow-scripts/flow DESIGN_CONFIG=/design/flow/config.mk WORK_HOME=/design/flow/orfs finish
==> design/flow/config.mk <==
export PLATFORM = sky130hd
export DESIGN_NAME = ExecutionStage
export DESIGN_NICKNAME = ExecutionStage
export VERILOG_FILES = /design/flow/design.v
export SDC_FILE = /design/flow/constraint.sdc
export NUM_CORES = 4
export LEC_CHECK = 1
export CORE_UTILIZATION = 40
==> design/flow/constraint.sdc <==
current_design ExecutionStage

set clk_period 54.2
set clk_io_pct 0.2

create_clock -name clk0 -period $clk_period

set non_clock_inputs [all_inputs -no_clocks]
set_input_delay [expr $clk_period * $clk_io_pct] -clock clk0 $non_clock_inputs
set_output_delay [expr $clk_period * $clk_io_pct] -clock clk0 [all_outputs]
==> design/flow/design.v <==
module ALU (
    input [31:0] a,          
    input [31:0] b,          
    input [3:0]  alu_ctrl,   
    output reg  [31:0] alu_out     
);
localparam [3:0] 
    ALU_ADD   = 4'b0000,   
    ALU_SUB   = 4'b0001,   
    ALU_SLL   = 4'b0010,   
    ALU_SLT   = 4'b0011,   
    ALU_SLTU  = 4'b0100,   
    ALU_XOR   = 4'b0101,   
    ALU_SRL   = 4'b0110,   
    ALU_SRA   = 4'b0111,   
    ALU_OR    = 4'b1000,   
    ALU_AND   = 4'b1001,   
    ALU_PASS  = 4'b1010;   
always @(*) begin
    case (alu_ctrl)
        ALU_ADD:  alu_out = a + b;  
        ALU_SUB:  alu_out = a - b; 
        ALU_SLL:  alu_out = a << b[4:0];   
        ALU_SLT:  alu_out = ($signed(a) < $signed(b)) ? 32'b1 : 32'b0;  
        ALU_SLTU: alu_out = (a < b) ? 32'b1 : 32'b0;   
        ALU_XOR:  alu_out = a ^ b;    
        ALU_SRL:  alu_out = a >> b[4:0];   
        ALU_SRA:  alu_out = $signed(a) >>> b[4:0];   
        ALU_OR:   alu_out = a | b; 
        ALU_AND:  alu_out = a & b;  
        ALU_PASS: alu_out = b;        
        default:  alu_out = 32'b0;    
    endcase
end
endmodule
module ALU_Control (
    input  [1:0] alu_op,       
    input        is_lui,       
  	input 		 is_sw,
    input 		 is_lw,
    input  [2:0] funct3,       
    input  [6:0] funct7,       
    output reg [3:0] alu_ctrl  
);
    localparam [3:0] 
        ALU_ADD  = 4'b0000,
        ALU_SUB  = 4'b0001,
        ALU_SLL  = 4'b0010,
        ALU_SLT  = 4'b0011,
        ALU_SLTU = 4'b0100,
        ALU_XOR  = 4'b0101,
        ALU_SRL  = 4'b0110,
        ALU_SRA  = 4'b0111,
        ALU_OR   = 4'b1000,
        ALU_AND  = 4'b1001,
        ALU_PASS = 4'b1010;  
    always @(*) begin
        case (alu_op)
            2'b00: begin  
                case (funct3)
                    3'b000: alu_ctrl = ALU_ADD;    
                    3'b001: alu_ctrl = ALU_SLL;    
                  3'b010: alu_ctrl = (is_sw || is_lw) ? ALU_ADD : ALU_SLT;    
                    3'b011: alu_ctrl = ALU_SLTU;   
                    3'b100: alu_ctrl = ALU_XOR;    
                    3'b101: alu_ctrl = (funct7[5]) ? ALU_SRA : ALU_SRL;  
                    3'b110: alu_ctrl = ALU_OR;     
                    3'b111: alu_ctrl = ALU_AND;    
                    default: alu_ctrl = ALU_ADD;
                endcase
            end
            2'b01: alu_ctrl = ALU_SUB;  
            2'b10: begin  
                case (funct3)
                    3'b000: alu_ctrl = (funct7[5]) ? ALU_SUB : ALU_ADD;  
                    3'b001: alu_ctrl = ALU_SLL;    
                    3'b010: alu_ctrl = ALU_SLT;    
                    3'b011: alu_ctrl = ALU_SLTU;   
                    3'b100: alu_ctrl = ALU_XOR;    
                    3'b101: alu_ctrl = (funct7[5]) ? ALU_SRA : ALU_SRL;  
                    3'b110: alu_ctrl = ALU_OR;     
                    3'b111: alu_ctrl = ALU_AND;    
                    default: alu_ctrl = ALU_ADD;
                endcase
            end
            2'b11: begin  
                if (is_lui)
                    alu_ctrl = ALU_PASS;  
                else
                    alu_ctrl = ALU_ADD;   
            end
            default: alu_ctrl = ALU_ADD;
        endcase
    end
endmodule
module Branch_Unit (
    input [2:0] funct3,       
    input [31:0] a,           
    input [31:0] b,           
    output reg branch_taken  
);
always @(*) begin
    case (funct3)
        3'b000: branch_taken = (a == b);               
        3'b001: branch_taken = (a != b);               
        3'b100: branch_taken = ($signed(a) < $signed(b));  
        3'b101: branch_taken = ($signed(a) >= $signed(b));  
        3'b110: branch_taken = (a < b);                
        3'b111: branch_taken = (a >= b);               
        default: branch_taken = 1'b0;
    endcase
end
endmodule
module ForwardingUnitWithMUX (
    input               EX_MEM_RegWrite_i,
    input               MEM_WB_RegWrite_i,
    input       [4:0]   ID_EX_RS_i,
    input       [4:0]   ID_EX_RT_i,
    input       [4:0]   EX_MEM_RD_i,
    input       [4:0]   MEM_WB_RD_i,
    input       [31:0]  rs1_data,   
    input       [31:0]  rs2_data,   
    input       [31:0]  EX_MEM_i,   
    input       [31:0]  MEM_WB_i,   
    output reg  [31:0]  ForwardedDataA_o,
    output reg  [31:0]  ForwardedDataB_o
);
    reg [1:0] ForwardA, ForwardB;  
    always @(*) begin
        ForwardA = 2'b00;
        ForwardB = 2'b00;
        if (EX_MEM_RegWrite_i && (EX_MEM_RD_i != 5'b0) && (EX_MEM_RD_i == ID_EX_RS_i))
            ForwardA = 2'b10;
        else if (MEM_WB_RegWrite_i && (MEM_WB_RD_i != 5'b0) && (MEM_WB_RD_i == ID_EX_RS_i))
            ForwardA = 2'b01;
        if (EX_MEM_RegWrite_i && (EX_MEM_RD_i != 5'b0) && (EX_MEM_RD_i == ID_EX_RT_i))
            ForwardB = 2'b10;
        else if (MEM_WB_RegWrite_i && (MEM_WB_RD_i != 5'b0) && (MEM_WB_RD_i == ID_EX_RT_i))
            ForwardB = 2'b01;
    end
    always @(*) begin
        case (ForwardA)
            2'b00: ForwardedDataA_o = rs1_data;
            2'b01: ForwardedDataA_o = MEM_WB_i;
            2'b10: ForwardedDataA_o = EX_MEM_i;
            default: ForwardedDataA_o = rs1_data;
        endcase
        case (ForwardB)
            2'b00: ForwardedDataB_o = rs2_data;
            2'b01: ForwardedDataB_o = MEM_WB_i;
            2'b10: ForwardedDataB_o = EX_MEM_i;
            default: ForwardedDataB_o = rs2_data;
        endcase
    end
endmodule
module ExecutionStage(
    input              clk,             
    input              rst,             
    input              EX_MEM_RegWrite_i,
    input              MEM_WB_RegWrite_i,
    input      [4:0]   ID_EX_RS_i,
    input      [4:0]   ID_EX_RT_i,
    input      [4:0]   EX_MEM_RD_i,
    input      [4:0]   MEM_WB_RD_i,
    input      [31:0]  rs1_data,        
    input      [31:0]  rs2_data,        
    input      [31:0]  EX_MEM_i,        
    input      [31:0]  MEM_WB_i,        
    input      [1:0]   alu_op,          
    input              is_sw,           
    input              is_lw,           
    input              is_lui,          
    input              branch,          
    input              is_jal,          
    input      [2:0]   funct3,          
    input      [6:0]   funct7,          
    input              prediction_valid,   
    input      [31:0]  predicted_pc,       
    input              alu_src,         
    input      [31:0]  immediate_data,  
    input      [31:0]  PC_ID_EX,        
    input              ALUSrcA,         
    input              is_jalr,         
    output wire [31:0]  alu_out,         
    output wire [31:0] rs2_mem_data,     
    output wire         branch_taken,   
    output wire [31:0]  branch_addr,      
    output wire        pc_redirect,      
    output wire         flush_fetch,     
    output wire         branch_resolve    
);
    wire [31:0] forwarded_rs1, forwarded_rs2;
    wire [3:0] alu_ctrl;
    wire [31:0] raw_alu_out;
    wire        branch_taken_comb;
    wire [31:0] branch_addr_comb;
    wire [31:0] PC_plus_4 = PC_ID_EX + 32'd4;  
    wire [31:0] alu_out_comb = (is_jal || is_jalr) ? PC_plus_4 : raw_alu_out;
    wire [31:0] operandA = is_lui ? 32'b0 : (ALUSrcA ? PC_ID_EX : forwarded_rs1);
    wire [31:0] operandB = alu_src ? immediate_data : forwarded_rs2;
    ForwardingUnitWithMUX FU_inst (
        .EX_MEM_RegWrite_i(EX_MEM_RegWrite_i),
        .MEM_WB_RegWrite_i(MEM_WB_RegWrite_i),
        .ID_EX_RS_i(ID_EX_RS_i),
        .ID_EX_RT_i(ID_EX_RT_i),
        .EX_MEM_RD_i(EX_MEM_RD_i),
        .MEM_WB_RD_i(MEM_WB_RD_i),
        .rs1_data(rs1_data),
        .rs2_data(rs2_data),
        .EX_MEM_i(EX_MEM_i),
        .MEM_WB_i(MEM_WB_i),
        .ForwardedDataA_o(forwarded_rs1),
        .ForwardedDataB_o(forwarded_rs2)
    );
    ALU_Control alu_control_inst (
        .alu_op(alu_op),
        .is_lui(is_lui),
        .is_sw(is_sw),
        .is_lw(is_lw),
        .funct3(funct3),
        .funct7(funct7),
        .alu_ctrl(alu_ctrl)
    );
    ALU alu_inst (
        .a(operandA),
        .b(operandB),
        .alu_ctrl(alu_ctrl),
        .alu_out(raw_alu_out)
    );
    Branch_Unit branch_unit_inst (
        .funct3(funct3),
        .a(forwarded_rs1),
        .b(forwarded_rs2),
        .branch_taken(branch_taken_comb)
    );
        assign branch_addr_comb = is_jalr ? (raw_alu_out & ~32'h1) : 
                             (is_jal ? (PC_ID_EX + immediate_data) : 
                             (PC_ID_EX + immediate_data));  
    wire prediction_mismatch = branch && 
                              (prediction_valid != branch_taken_comb);
    wire target_mismatch = ((branch && branch_taken_comb)) && 
                          (predicted_pc != branch_addr_comb);
    wire is_misprediction = prediction_mismatch || target_mismatch;
    wire pc_redirect_comb = (is_jal || is_jalr || (branch_taken_comb && branch));
    wire flush_fetch_comb = is_misprediction;        
    assign alu_out      = alu_out_comb;
    assign branch_taken = branch ? branch_taken_comb : 1'b0;
    assign branch_addr  = branch_addr_comb;
    assign pc_redirect  = pc_redirect_comb;    
    assign flush_fetch  = is_misprediction;
    assign rs2_mem_data = forwarded_rs2;
    assign branch_resolve = (is_jal || is_jalr || branch);
endmodule
==> flow_summary.yaml <==
# yosys + openroad results
die:
  chipArea_mm2: 0.0455
  row_count: 77
  chipWidth_um: 213
  placeableCoreArea_mm2: 0.0441
  ios: 369
  initCoreUtil_pct: 40.5
  die_y_um: 213
placement:
  place_ws_ns: 24.04
  port_buffers: 361
  hpwl_um: 99900
  gp_congestion: 1.20
timing:
  grt_setup_unrepaired: "no"
  maxSlewViolCount: 0
  layout_setup_ws_ns: 23.65
  worst_pin_slew_ns: 1.19
  setup-violations-final: 0
  slew_headroom_pct: 20.6
  hold_viol: 0
  fin_hold_ws_ns: 22.66
  fmaxAchievable_ghz: 0.0327
  tns_ns: 0
  timing.final.crit_period_ns: 30.55
  period_used_pct: 56.4
logic_synthesis:
  ys_sh_mux_pct: 6.01
  synth_seq_share_pct: 0
  syn_area_per_cell_um2: 6.48
  topCellsByArea: "ha_1 (11%), nand2_1 (5.3%), a21oi_1 (5.3%), nor2_1 (5.1%), o21ai_0 (5.1%)"
  adder_share_pct: 11.7
  topCombFamilyByArea: "AND-OR/OR-AND gates"
  netlist.area_leader.share_pct: 11.3
  ys_cells: 2759
  yosysWarnings: 4
  syn_inst: 2759
  synth_cell_types: 108
  synth-area-yosys_mm2: 0.0179
  ys_sh_simple_pct: 25.7
  yosys.area_share.aoi_pct: 42.2
  top_area_cell: "ha_1"
  synthesis.area_mm2: 0.0179
  xor_share_pct: 6.24
worst_setup_path:
  worstSetupPathType: "primary input to primary output"
  start_kind: "primary input"
  critPathCaptureType: "primary output"
  crit_top_cell: "a21oi_1"
  cp_slowest_cell: "o21ai_0"
  worstPathRequired_ns: 43.36
  setup.worst_path.start: "EX_MEM_RD_i[1]"
  crit_arrival_ns: 19.71
  slowest_delay_ns: 0.73
  critical_path.max_fanout: 46
layout:
  clock_buffers: 0
  fill_cells: 4240
  regArea_um2: 0
  syn_to_final_growth_pct: 24.5
  seq_cell_count: 0
  post_route_cells_drive_above_1_share_pct: 7.74
  logic_area_mm2: 0.0165
routing:
  drt_iter0_drc: 3888
  dr.pass1.iters: 7
  avgViaCountPerCell: 7.19
  wl_per_cell_um: 33.6
  drc: 0
  drt-total-wl_um: 122000
  ant_nets: 0
  via_count: 26100
global_routing:
  grt_overflow_total: 0
  antenna_found_initial: 8
  track_usage_pct: 52.9
  grt_pass1_wl_um: 169000
  grt_start_max_net_pins: 67
  grt_pass1_vias: 23400
worst_hold_path:
  holdCritStartpoint: "branch"
  hold_depth: 3
  hp-class: "primary input to primary output"
run:
  drv_cap: 0
  warning_count: 106
pwr:
  power_density_mw_per_mm2: 15.1
  p_int_mw: 0.120
  power_switching_mw: 0.215
  irDropWorstVdd_mv: 0.0103
  swShare_pct: 64.2
  leakagePower_nw: 8.52
cts:
  cts_resized: 0
  post_cts_buffers: 0
  cts_hold_buf: 0
status:
  status: "complete, no violations"
## Yosys cell counts (all sizes together), types with 59 or more instances
master    n
a22oi    59
nand3    98
a211oi   76
o21ai   188
clkbuf  119
buf      80
nand2   254
nor3    112
inv     144
a31oi    88
a21oi   189
xnor2    82
nor2    248
ha      162
mux2i    72
## worst paths after layout
kind                        to  slack (ns)
setup / recovery   flush_fetch       23.65
hold / removal    branch_taken       22.66
## layout make-up
type | count | share of cell area (%)
timing repair buffer | 477 | 20.1
multi-input combinational | 2414 | 74.0
tap | 592 | 3.33
antenna | 5 | 0.0562
inverter | 146 | 2.52
## critical path, delay by kind of cell
kind                       cells  cell delay (ns)
and+or+nand+nor               12             4.16
buffers and inverters          4             1.86
adders and majority gates      1             0.45
AOI/OAI and AO/OA              9             2.34
## metrics by stage
| step | total power [mW] | utilization (%) | cells | cell area (um2) |
|---|---|---|---|---|
| finish | 0.336 | 50.4 | 3634 | 22300 |
| global route | 0.345 | 50.4 | 3631 | 22300 |
| CTS | 0.317 | 50.4 | 3629 | 22200 |
| detailed placement | 0.315 | 50.4 | 3629 | 22200 |
| global placement | 0.314 | 50.4 | 3629 | 22200 |
| floorplan | 0.170 | - | 2759 | 17900 |
## cell usage in the layout, fill, tap and decap left out, drive strengths merged, types with 27 or more instances in the layout
cell             n
buf            119
nor3           112
a311oi          40
nand3           98
o22ai           34
a221oi          40
a31oi           88
nor4            30
o21ai          188
o211ai          52
clkdlybuf4s50  358
nor2           248
a22oi           59
nand2          254
and2            33
xnor2           82
nand4           27
o31ai           31
ha             162
a21o            43
xor2            42
a211oi          76
mux2i           72
a21oi          189
inv            144
## metal layers
layer / vias up / routed length (um) / track usage [%]
li1: 11100 / - / -
met5: - / 186 / 0
met4: 10 / 11900 / 38.3
met2: 2354 / 48900 / 75.1
met1: 12100 / 44000 / 66.7
met3: 554 / 17300 / 17.8
## logic make-up (layout without fill, tap and decap cells)
family                   count (synthesis)  count (layout)
AND-OR/OR-AND                         1076            1076
XOR/XNOR                               125             125
adder cells (fa/ha/maj)                165             165
buffers and inverters                  345             623
multiplexers                            97              97
other                                    0               5
AND/OR/NAND/NOR                        951             951
Power and IR drop assume default switching activity.
